$ cat design/flow/config.mk
export PLATFORM = sky130hd
export DESIGN_NAME = adc_mean
export DESIGN_NICKNAME = adc_mean
export VERILOG_FILES = /design/flow/design.v
export SDC_FILE = /design/flow/constraint.sdc
export NUM_CORES = 4
export LEC_CHECK = 1
export CORE_UTILIZATION = 30
$ cat design/flow/constraint.sdc
current_design adc_mean

set clk_period 14.2
set clk_io_pct 0.2

create_clock -name clk0 -period $clk_period [get_ports {CLK}]

set non_clock_inputs [all_inputs -no_clocks]
set_input_delay [expr $clk_period * $clk_io_pct] -clock clk0 $non_clock_inputs
set_output_delay [expr $clk_period * $clk_io_pct] -clock clk0 [all_outputs]
$ cat design/flow/design.v
module adc_mean(
	input              CLK,
	input              RST,
	input      [15: 0] ADC1DAT,
	input      [15: 0] ADC2DAT,
	output     [15: 0] MEANDAT
);
reg  [15: 0] AdcDat1;
reg  [15: 0] AdcDat2;
reg  [15: 0] MeanDat1;
reg  [15: 0] MeanDat2;
reg  [31: 0] SumDat1;
reg  [31: 0] SumDat2;
reg  [15: 0] DatCnt;
assign MEANDAT      = (MeanDat1 > MeanDat2) ? MeanDat1 : MeanDat2;
always@(posedge CLK,posedge RST)begin
	if(RST)begin
		AdcDat1      <= 16'd0;
	end else if(ADC1DAT[15])begin
		AdcDat1      <= ~ADC1DAT +1;
	end else begin
		AdcDat1      <= ADC1DAT;
	end
end
always@(posedge CLK,posedge RST)begin
	if(RST)begin
		AdcDat2      <= 16'd0;
	end else if(ADC2DAT[15])begin
		AdcDat2      <= ~ADC2DAT +1;
	end else begin
		AdcDat2      <= ADC2DAT;
	end
end
always@(posedge CLK,posedge RST)begin
	if(RST)begin
		SumDat1     <= 32'd0;
		SumDat2     <= 32'd0;
		DatCnt      <= 16'd0;
		MeanDat1    <= 16'd0;
		MeanDat2    <= 16'd0;
	end else if(DatCnt == 16'd1023)begin
		DatCnt      <= 16'd0;
		SumDat1     <= 32'd0;
		SumDat2     <= 32'd0;
		MeanDat1    <= SumDat1[25:10];
		MeanDat2    <= SumDat2[25:10];
	end else begin
		DatCnt      <= DatCnt + 16'd1;
		SumDat1     <= SumDat1 + AdcDat1;
		SumDat2     <= SumDat2 + AdcDat2;
	end
end
endmodule
$ cat design/flow/run.sh
#!/bin/bash
# OpenROAD 26Q1-2900-gdf79404cd8, Yosys 0.63+post, stock flow scripts
make -C /OpenROAD-flow-scripts/flow DESIGN_CONFIG=/design/flow/config.mk WORK_HOME=/design/flow/orfs finish
==> results_slide.txt <==
Physical Implementation Snapshot

Placed design
  • Placed Instance Area: 8390 um^2
  • PortBufs: 49
  • DP Wirelength: 11.0 mm
  • Cells after DPL: 1153
  • Placer congestion estimate: about 0.86

Setup path
  • Worst-path maximum fanout: 16
  • Startpoint Class: flop
  • CP required: ~11000 ps
  • Worst Path Arrival: 3490 ps
  • Crit. End Element: output port
  • WS Path Type: reg2out

Global routing
  • Busiest layer in global routing: met1
  • Largest net degree at the start of global routing: 55
  • Number of global-route vias before repair: about 5600
  • Met3 usage in global routing: 2.31%
  • Met2 GRT Util: 18.7%
  • GR Overflow Total: 0
  • Global-route wire length before repair: roughly 27 mm
  • Overall Global Routing Usage: 12.8%
  • Met1 Use GR: around a fifth
  • Initial antenna violation count: 0

Final layout
  • Logic area: 4040 um^2
  • Layout cells sized above 1: 8.94%
  • Utilization after layout: roughly 37%
  • Flop area: 3300 um^2
  • Final std cells w/o fill: 1185
  • Commonest Layout Cell: dfrtp_1
  • Fillcell total: 2405
  • Most frequent cells in the layout: 132 x dfrtp_1, 122 x nand2_1, 71 x nor2_1, 51 x ha_1, 49 x clkdlybuf4s50_1
  • Area growth, synth to finish: 18.8%
  • Design area: 9030 um^2

Routing
  • Starting DRT DRC Count: 280
  • Via Count: 5745
  • Vias per cell: roughly 4.8
  • Wire length per cell: 13.0 um
  • Total Wirelength: 15.4 mm
  • DRC Markers: 0
  • N_diodes: 0
  • Antenna-violating nets left: 0
  • Pre-antenna DRT Iters: 5

Floorplan
  • Die y size: 161 um
  • Die area: 26000 um^2
  • Ports: 50
  • Core Box Area: 24600 um^2
  • Die Wd: roughly 160 um
  • Fp util: just over 30%
  • Core Rows: 57

Clock tree
  • CTS resizes: 0
  • Post-CTS Setup Inserts: 0
  • Clock root buffer: clkbuf_16
  • Clock sinks: approximately 130
  • Clock Latency Late Sink: 420 ps
  • CTS Buffer Depth: 2
  • CTS tree: done
  • CTS Hold Bufs: 0
  • Depth of the CTS H-tree: 4
  • Clock-pin slew on the worst setup and hold paths: 60 ps
  • Inserted Clock Buffers: 17

Synthesis
  • Cells in synth_stat.txt: 799
  • Yosys chip area: 7600 um^2
  • Cell Type Count: between 60 and 70
  • Post-Syn Area: approximately 7600 um^2
  • Commonest flop: dfrtp_1
  • Avg Synthesized Cell Area: 9.51 um^2
  • Ys async rst share: around 100%
  • Post-synth EDFFs: 0
  • Synth warn: 1
  • Registers, synthesis: 132
  • Register share after synthesis: 43.5%
  • Cells after synthesis: 799

STA
  • Slew HR: ~48%
  • Final Hold Viols: 0
  • Minimum clock period: 6330 ps
  • Setup TNS: 0 ps
  • Final setup viols: 0
  • Fin crit share: 44.6%
  • Achievable Freq: around 0.16 GHz
  • Unrepaired setup endpoints after global routing: false
  • Clock Skews: 7.57 ps
  • Slew @ Worst Pin: 785 ps
  • Min Hold Slack: 463 ps
  • Slew Limit Fails: 0

Power and ir drop
  • LEAKAGE: 4.03 nW
  • PD cells: about 170 nW/um^2
  • Max VDD drop: 0.0740 mV

Flow run
  • Max Cap Viol: 0
  • Tool warnings: 25

Outcome
  • Run status: finished clean

Worst hold path
  • Hold/Removal Path Class: reg2reg
registers in the layout (all words and copies together), names as in the netlist:
signal / count
SumDat1: 26
DatCnt: 16
MeanDat1: 16
AdcDat2: 16
MeanDat2: 16
AdcDat1: 16
SumDat2: 26
synth_stat cells (6+ instances only):
library cell | count | area, um^2
dfrtp_1 | 132 | 3300
nand2_1 | 122 | 458
nor2_1 | 71 | 267
ha_1 | 51 | 638
xnor2_1 | 48 | 420
o21ai_0 | 42 | 210
a21oi_1 | 34 | 170
inv_1 | 29 | 109
nand3_1 | 26 | 130
nor3_1 | 18 | 90.1
mux2_2 | 16 | 180
xor2_1 | 16 | 140
a21o_1 | 13 | 97.6
buf_2 | 12 | 60.1
a211oi_1 | 11 | 82.6
and2_1 | 11 | 68.8
and3_1 | 11 | 68.8
nand4_1 | 11 | 68.8
nand2b_1 | 9 | 56.3
o31ai_1 | 9 | 67.6
mux2i_1 | 8 | 80.1
a31o_2 | 6 | 52.6
per-stage QoR:
stage	setup slack, ps	power (W)
final	7870	0.00154
after detailed placement	8360	0.00107
after CTS	7870	0.00155
after floorplan	7830	0.000960
after global routing	7670	0.00166
after global placement	8340	0.00107
cell families after synthesis:
group / count (synthesis) / share of synthesized area [%]
XOR/XNOR: 64 / 7.38
AND/OR/NAND/NOR: 309 / 19.0
buffers and inverters: 53 / 3.34
AND-OR/OR-AND: 164 / 14.4
adder cells (fa/ha/maj): 53 / 8.92
flip-flops: 132 / 43.5
multiplexers: 24 / 3.42
layout make-up:
class	count	area share (%)
clock buffer	23	5.40
clock inverter	9	1.65
inverter	29	1.23
multi-input combinational	614	44.8
sequential	132	36.6
tap	324	4.49
timing repair buffer	54	5.85
worst paths after layout:
kind,to,depth (start not counted),slack (ps),from
hold / removal,DatCnt[4]$_DFF_PP0_,1,460,DatCnt[4]$_DFF_PP0_
setup / recovery,MEANDAT[9],8,7870,MeanDat1[1]$_DFFE_PP0N_
max in group asynchronous,SumDat1[8]$_DFF_PP0_,3,10330,RST
min in group asynchronous,SumDat2[22]$_DFF_PP0_,2,2830,RST
hold reg to reg,DatCnt[4]$_DFF_PP0_,1,460,DatCnt[4]$_DFF_PP0_
setup reg to reg,SumDat2[18]$_DFF_PP0_,8,11660,AdcDat2[0]$_DFF_PP0_
per-layer routing:
metal / share of wire (%) / up-vias / wire length [um]
li1: - / 2914 / -
met3: 4.0 / 15 / 609
met1: 52 / 2724 / 7950
met4: 1.4 / 0 / 223
met2: 43 / 92 / 6620
met5: 0 / - / 0
report_power, final:
group          internal, W  switching [W]  leakage (nW)
combinational     0.000252       0.000326          2.05
sequential        0.000453      0.0000450          1.67
clock             0.000311       0.000156         0.317
total              0.00102       0.000528          4.03
worst max-delay path: stages, from the launching register on:
cell and delay [ps]:
dfrtp_1 400, ha_1 310, nor2b_1 130, o211ai_1 150
a21oi_1 90, o31ai_1 430, a22o_1 720, mux2_2 450
clkdlybuf4s50_1 400
Power figures rest on the tool's default switching activity, not on a simulated workload.
